File: design/flow/design.v
module adder #(
    parameter DATA_IN_WIDTH = 8
) (
    input                      clk_i,
    input                      arst_n,
    input  [DATA_IN_WIDTH-1:0] in_A,
    input                      in_A_valid,
    output                     in_A_ready,
    input  [DATA_IN_WIDTH-1:0] in_B,
    input                      in_B_valid,
    output                     in_B_ready,
    output [DATA_IN_WIDTH:0]   out,
    output                     out_valid,
    input                      out_ready
);
    assign out_valid  = in_A_valid & in_B_valid;
    assign in_A_ready = in_B_valid & out_ready;
    assign in_B_ready = in_A_valid & out_ready;
    assign out = in_A + in_B;
endmodule
File: design/flow/run.sh
#!/bin/bash
# OpenROAD 26Q1-2900-gdf79404cd8, Yosys 0.63+post, stock flow scripts
make -C /OpenROAD-flow-scripts/flow DESIGN_CONFIG=/design/flow/config.mk WORK_HOME=/design/flow/orfs finish
File: design/flow/config.mk
export PLATFORM = sky130hd
export DESIGN_NAME = adder
export DESIGN_NICKNAME = adder
export VERILOG_FILES = /design/flow/design.v
export SDC_FILE = /design/flow/constraint.sdc
export NUM_CORES = 4
export LEC_CHECK = 1
export CORE_AREA = 10 10 70 70
export DIE_AREA = 0 0 80 80
File: design/flow/constraint.sdc
current_design adder

set clk_period 6.3
set clk_io_pct 0.2

create_clock -name clk0 -period $clk_period

set non_clock_inputs [all_inputs -no_clocks]
set_input_delay [expr $clk_period * $clk_io_pct] -clock clk0 $non_clock_inputs
set_output_delay [expr $clk_period * $clk_io_pct] -clock clk0 [all_outputs]
==> notes.md <==
This note records the results obtained with Yosys and OpenROAD.

Setup path
The critical path is of the in -> out type. The critical path starts at in_A[0]. The type of element launching the critical path is an input pin. The worst-path cell with the longest stage delay is clkdlybuf4s50_1. The largest single stage delay on the critical path is roughly 0.49 ns. Traced cell by cell, the critical path runs through clkdlybuf4s50_1, ha_1, fa_1, a21oi_1, nor2_1, nor2_1, xnor2_1, clkdlybuf4s50_1. The data required time at the worst endpoint is 5.04 ns.

For the worst setup path, the data arrival time is 3.38 ns. Along the worst path, the maximum fanout reaches 2. STA classifies the critical path endpoint as an output pin.

Min path
The class of the tightest hold or removal check is in -> out. The hold-critical path depth is 3. The sink of the worst hold path is in_B_ready.

Looking at hold timing, the worst path starts from in_A_valid.

Synth
The average footprint of a synthesized cell is 7.62 um^2. The count of unique library cells instantiated by Yosys is 21. The area share of the largest cell type after synthesis is 0.292. The post-synth area from yosys stat is between 300 and 400 um^2. The mapped netlist covers 343 um^2. In the Yosys report the total cell count is roughly 45.

Synthesis produced a netlist whose cell count is around 45. Ranked by total cell area, the synthesized netlist is headed by ha_1 29%, a21oi_1 7.3%, a311o_1 5.8%. The cell accounting for the most synthesized area is ha_1. The count of warnings emitted by yosys is 0. The fraction of the yosys area taken by sequential cells is 0.

Placed design
Once placement completed, the tool counted placed cells totaling around 120. The number of input and output port buffers inserted is 31. Per the gpl log, the routability congestion estimate is around 0.74.

The final HPWL from detailed placement is around 1100 um. The setup slack at placement is about 1.7 ns.

Timing
The pin slew with the least headroom to its limit is 0.355 ns. The number of pins with negative max-slew slack in the final report is 0. Of the available clock period, the critical path in the final layout requires 0.737. The upper clock frequency limit is between 200 and 250 MHz. Setup repair after global routing left no endpoint under its margin. The worst slew margin relative to its limit is 0.757. The minimum clock period after layout is around 4.6 ns. Setup slack on the critical path of the routed design comes to approximately 1.7 ns. Hold-check failures listed in the final report amount to 0. The final number of setup-violating endpoints is 0.

For the final routed database, the setup TNS stands at 0 ns.

Floorplanning
From bottom edge to top edge, the die measures 80 um. According to the floorplan report, the placeable core area is between 3000 and 4000 um^2. 33 I/O pins were placed. The floorplan step defined a die boundary enclosing between 6000 and 7000 um^2. The die width is ~80 um.

In the floorplan report the effective utilization is 0.100. The initialized floorplan defines 21 standard-cell rows.

Detailed routing
The first TritonRoute pass finished after 3 iterations. In the routed layout, each cell is associated on average with a via count of between 3 and 4. The number of design rule violations left after detail routing is 0. The number of vias after detailed routing is approximately 440. The tally of nets with antenna violations remaining after routing is 0. The count of routing violations after the opening detailed-route iteration is 5. In the routed netlist, the antenna diode instances number 0. Wires add up to around 1100 um.

For this sky-water flow run, the detailed-routed wirelength per cell is reported as roughly 9.4 um.

Pwr
After layout, the design draws a total of ~0.000063 W. The power density over cell area is between 80 and 90 nW/um^2. Per the OpenROAD power report, leakage power amounts to between 0.2 and 0.3 nW. Per the power-grid run, VDD falls by no more than around 40 uV.

Clock network
The cts-stage hold buffer count is 0. Post-CTS repair changed the size of 0 cells. Post-CTS timing repair inserted 0 buffers for setup.

Run
In this run the maximum-capacitance check reported violations numbering 0. The total number of warnings across the stage logs is 34.

Finish
Among logic cells in the layout, the one with the most instances is clkdlybuf4s50_1. The finished layout reports a core utilization of 0.208. The count of fill cells added during filler insertion is around 380.

The register area is 0 um^2. Sequential cells placed in the final layout were counted as 0. Per the run report, area growth between synthesis and finish was 107%. For this run, the number of standard cells in the final layout without fillers is between 100 and 150. In the layout the commonest cells are 31 x clkdlybuf4s50_1, 8 x ha_1, 5 x a21oi_1, 3 x nand2_1, 3 x and2_1. In the final layout, the share of cells above drive strength 1 is 0.0132. The number of clock buffer instances in the layout is 0.

Global route
The leftover overflow at the end of global routing is 0. The number of antenna violations at the first check in global routing is 0. The global-route total usage across every layer is 0.0333. The number of global-route vias before repair came to 414. The global-route wire length before repair is 1810 um.

Entering global routing, the biggest net connects 7 pins.

Status
The flow ran to the end, and the final reports show no timing, DRC or antenna violations.
[kinds of logic (layout without fill, tap and decap cells)]
logic type | after synthesis | count (layout) | share of synthesized area
simple gates | 15 | 15 | 0.223
buf+inv | 3 | 34 | 0.0328
mux | 1 | 1 | 0.0292
compound gates | 13 | 13 | 0.263
fa+ha+maj | 9 | 9 | 0.350
xor+xnor | 4 | 4 | 0.102
[worst max-delay path, delay by kind of cell]
family	cells	cell delay (ns)
simple gates	2	0.24
xor+xnor	1	0.14
compound gates	1	0.22
buf+inv	2	0.89
fa+ha+maj	2	0.63
[report_power, final]
group	switching [W]	leakage [nW]	internal (W)	total, W
clock	0	0	0	0
combinational	0.0000206	0.285	0.0000423	0.0000628
sequential	0	0	0	0
[worst max-delay path by stage]
stage | endpoint | cells after the start | slack [ns]
after CTS | out[6] | 8 | 1.63
after global routing | out[6] | 8 | 1.51
final | out[6] | 8 | 1.66
[synthesized netlist by cell type]
cell and instances:
ha_1 8, a21oi_1 5, and2_1 3, nand2_1 3
a21o_1 2, a311o_1 2, inv_1 2, nand3_1 2
nor2_1 2, nor2b_1 2, nor3_1 2, xnor2_1 2
xor2_1 2, a2111oi_0 1, a221oi_1 1, fa_1 1
inv_2 1, mux2i_1 1, nor4_1 1, o21ai_0 1
o21bai_1 1
[per-layer routing]
layer | GRT usage | wire (um) | up-vias
met1 | 0.0496 | 555 | 190
met3 | 0.0170 | 166 | 0
met2 | 0.0433 | 424 | 18
met5 | 0 | 0 | -
met4 | 0 | 0 | 0
li1 | - | - | 230
[final cells by class]
| cell class | instances | area, um^2 | share of cell area |
|---|---|---|---|
| Tap cell | 46 | 57.6 | 0.0810 |
| Inverter | 3 | 11.3 | 0.0158 |
| Multi-Input combinational cell | 42 | 332 | 0.467 |
| Timing Repair Buffer | 31 | 310 | 0.437 |
[per-stage QoR]
| stage | instance area, um^2 | hold slack [ns] |
|---|---|---|
| floorplan | 343 | 2.59 |
| global placement | 711 | 3.46 |
| detailed placement | 711 | 3.46 |
| CTS | 711 | 3.46 |
| global route | 711 | 3.49 |
| finish | 711 | 3.45 |
Power figures rest on the tool's default switching activity, not on a simulated workload.
